===== /design/flow/constraint.sdc =====
current_design round_robin_arbiter_variable_time_slice

set clk_period 1.4
set clk_io_pct 0.2

create_clock -name clk0 -period $clk_period [get_ports {clk}]

set non_clock_inputs [all_inputs -no_clocks]
set_input_delay [expr $clk_period * $clk_io_pct] -clock clk0 $non_clock_inputs
set_output_delay [expr $clk_period * $clk_io_pct] -clock clk0 [all_outputs]

===== /design/flow/config.mk =====
export PLATFORM = sky130hd
export DESIGN_NAME = round_robin_arbiter_variable_time_slice
export DESIGN_NICKNAME = round_robin_arbiter_variable_time_slice
export VERILOG_FILES = /design/flow/design.v
export SDC_FILE = /design/flow/constraint.sdc
export NUM_CORES = 4
export LEC_CHECK = 1
export CORE_AREA = 10 10 74 74
export DIE_AREA = 0 0 84 84

===== /design/flow/design.v =====
module round_robin_arbiter_variable_time_slice(
		input clk,
		input rst_n,
		input [3:0] REQ,
		output reg[3:0] GNT);
	reg [1:0] count;
	reg [3:0] present_state;
	reg [3:0] next_state;
  parameter [3:0] S_ideal = 4'b0000;
  parameter [3:0] S_0 = 4'b0001;
  parameter [3:0] S_1 = 4'b0010;
  parameter [3:0] S_2 = 4'b0100;
  parameter [3:0] S_3 = 4'b1000;
  always @ (posedge clk or negedge rst_n)
		begin
          if(!rst_n)
				present_state <= S_ideal;
			else
				present_state <= next_state;
		end
	always @(present_state or next_state or REQ)
		begin
			case(present_state)
				S_ideal : begin
							count = 2'b00;
							if(REQ[0])
								begin
									next_state = S_0;
								end
							else if(REQ[1])
								begin
									next_state = S_1;
								end
							else if(REQ[2])
								begin
									next_state = S_2;
								end
							else if(REQ[3])
								begin
									next_state = S_3;
								end
						end
				S_0 : begin
						if(REQ[0])
							begin
                              if(count == 2'b10)
									begin
										if(REQ[1])
											begin
												count = 2'b00;
												next_state = S_1;
											end
										else if(REQ[2])
											begin
												count = 2'b00;
												next_state = S_2;
											end
										else if(REQ[3])
											begin
												count = 2'b00;
												next_state = S_3;
											end
										else
											begin
												count = 2'b00;
												next_state = S_0;
											end
									end  
						    	 else
									   count = count + 1'b1;
							 		  next_state = S_0;
							end  
						else if(REQ[1])
							begin
								count = 2'b00;
								next_state = S_1;
							end
						else if(REQ[2])
							begin
								count = 2'b00;
								next_state = S_2;
							end
						else if(REQ[3])
							begin
								count = 2'b00;
								next_state = S_3;
							end
						else
							begin
								count = 2'b00;
								next_state = S_ideal;
							end
					end  
				S_1 : begin
						if(REQ[1])
							begin
                              if(count == 2'b10)
									begin
										if(REQ[2])
											begin
												count = 2'b00;
												next_state = S_2;
											end
										else if(REQ[3])
											begin
												count = 2'b00;
												next_state = S_3;
											end
										else if(REQ[0])
											begin
												count = 2'b00;
												next_state = S_0;
											end
										else
											begin
												count = 2'b00;
												next_state = S_1;
											end
										end  
									else
										count = count + 1'b1;
										next_state = S_1;
								end  
							else if(REQ[2])
								begin
									count = 2'b00;
									next_state = S_2;
								end
							else if(REQ[3])
								begin
									count = 2'b00;
									next_state = S_3;
								end
							else if(REQ[0])
								begin
									count = 2'b00;
									next_state = S_0;
								end
							else
						  		begin
									count = 2'b00;
									next_state = S_ideal;
								end
						end  
					S_2 : begin
							if(REQ[2])
								begin
                                  if(count == 2'b10)
										begin
											if(REQ[3])
												begin
													count = 2'b00;
													next_state = S_3;
												end
											else if(REQ[0])
												begin
													count = 2'b00;
													next_state = S_0;
												end
											else if(REQ[1])
												begin
													count = 2'b00;
													next_state = S_1;
												end
											else
												begin
													count = 2'b00;
													next_state = S_2;
												end
										end  
									else
										count = count + 1'b1;
										next_state = S_2;
								end  
							else if(REQ[3])
									begin
										count = 2'b00;
										next_state = S_3;
									end
							else if(REQ[0])
									begin
										count = 2'b00;
										next_state = S_0;
									end
						else if(REQ[1])
									begin
										count = 2'b00;
										next_state = S_1;
									end
							else
									begin
										count = 2'b00;
										next_state = S_ideal;
									end
						end  
					S_3 : begin
							if(REQ[3])
								begin
                                 if(count == 2'b10)
										begin
											if(REQ[0])
												begin
													count = 2'b00;
													next_state = S_0;
													end
											else if(REQ[1])
												begin
													count = 2'b00;
													next_state = S_1;
												end
											else if(REQ[2])
												begin
													count = 2'b00;
													next_state = S_2;
													end
											else
												begin
													count = 2'b00;
													next_state = S_3;
												end
										end  
									else
										count = count + 1'b1;
										next_state = S_3;
								end  
						else if(REQ[0])
								begin
									count = 2'b00;
									next_state = S_0;
								end
						else if(REQ[1])
								begin
									count = 2'b00;
									next_state = S_1;
								end
						else if(REQ[2])
								begin
									count = 2'b00;
									next_state = S_2;
								end
						else
								begin
									count = 2'b00;
									next_state = S_ideal;
								end
						end  
			default : begin
							count = 2'b00;
						 if(REQ[0])
							begin
								next_state = S_0;
							end
						else if(REQ[1])
							begin
								next_state = S_1;
							end
						else if(REQ[2])
							begin
								next_state = S_2;
							end
						else if(REQ[3])
							begin
								next_state = S_3;
							end
					end
				endcase
			end
  always @(posedge clk or negedge rst_n)
	begin
          if(!rst_n)
            begin
              GNT <= 4'b0000;
            end
          else
         	case(present_state)
					S_0 : begin GNT <= 4'b0001; end
					S_1 : begin GNT <= 4'b0010; end
					S_2 : begin GNT <= 4'b0100; end
					S_3 : begin GNT <= 4'b1000; end
				default : begin GNT <= 4'b0000; end
				endcase
		end
endmodule

===== /design/flow/run.sh =====
#!/bin/bash
# OpenROAD 26Q1-2900-gdf79404cd8, Yosys 0.63+post, stock flow scripts
make -C /OpenROAD-flow-scripts/flow DESIGN_CONFIG=/design/flow/config.mk WORK_HOME=/design/flow/orfs finish

==> results_slide.txt <==
Synthesis and Place & Route Summary

Worst setup path
  • Crit path buf inv count: 1
  • Crit-path max FO: 1
  • CP startpoint kind: register
  • Worst Path Class, Setup: register to output pin
  • Element type at the critical path end: output pin
  • Worst Setup SP: GNT[1]
  • CP top delay family: buffers and inverters
  • Slowest stage delay, CP: 460 ps
  • Max stage delay cell, worst path: clkdlybuf4s50_1
  • Worst Path Required: 1120 ps
  • R2r startpoint: present_state[2]
  • Worst-path cell chain: clkdlybuf4s50_1
  • Worst EP arrival: 1000 ps

Synthesis
  • Cell taking the most area after synthesis: dfrtp_1
  • Yosys cell count: 52
  • Syn avg cell area: 10.4 µm²
  • Synthesis Warnings: 1
  • Synth unique cells: 29
  • Synth flops: 12
  • Area leader share: 0.370
  • Chip Area, Yosys: 541 µm²
  • Top post-synthesis cells by area: dfrtp_1 (37%), dlxtn_1 (11%), nor3_1 (4.6%), nor4b_1 (3.2%), o21ai_1 (2.8%)
  • Synth Cell Area: 541 µm²
  • Mapped Cells: 52

Routing
  • Routed vias: 429
  • Metal-1 WL: 494 µm
  • Uppermost layer routed: met4
  • Vias per inst: 3.80
  • WL met2: 521 µm
  • Drt initial violations: 63
  • Diode count: 0
  • Routed Antenna Nets: 0
  • DR DRC count: 0
  • Iteration count of the initial detailed-routing pass: 3
  • DR WL met3: 83 µm
  • WL/cell: 10.0 µm
  • WL final: 1.13 mm

Timing
  • Setup tns final: 0 ps
  • Clock skew: 1.78 ps
  • Register pins left without a clock: 4
  • Final Critical Period: 1280 ps
  • Endpoints left unconstrained: 8
  • Final hold vios: 0
  • Max_slew headroom: 0.762
  • Worst-Margin Slew: 356 ps
  • Peak Freq: 780 MHz
  • Final setup vio count: 0
  • RSZ-0062 raised after global routing: no
  • Fin Hold WS: 332 ps
  • Cycle use final: 0.916
  • Max Slew Vio Count: 0

Power
  • Power density over the cells: 741 nW/µm²
  • Share of power burned in registers: 0.436
  • Sw frac: 0.186
  • Internal: 440 µW
  • Clock power share: 0.493
  • Leakage: 0.000299 µW
  • IR drop worst, VDD: 0.252 mV
  • Combinational share of power: 0.071
  • NetSw: 100 µW

Global routing
  • First-pass GRT wire length: 1.99 mm
  • All-layer global routing usage: 0.0334
  • Initial antenna violation count: 0
  • Largest net degree at the start of global routing: 13
  • Gr ovfl total: 0
  • Vias in the first global route: 439

Place
  • Post-DP HPWL: 902 µm
  • I/O Buffers: 9
  • GPL Wtd Cong: 0.809

Floorplanning
  • Core Region: 3970 µm²
  • Die Y-Extent: 84 µm
  • Row Count: 23
  • I/O Pins: 10
  • Chip area: 7060 µm²
  • Die W: 84 µm
  • Fp_density: 0.136

Clock tree
  • Resize count post-CTS: 0
  • H-Tree Depth: 1
  • Worst skew pair latency: 220 ps
  • Max Root-Sink Buffers: 2
  • Clk slew on worst S/H paths: 40 ps
  • Root buf cell: clkbuf_8
  • Setup bufs post-CTS: 0
  • Hold_buf cts: 0
  • TritonCTS Buffers: 3
  • CTS tree: yes

Job
  • Log Warnings: 25
  • Max cap viols: 0

Final layout
  • Fillers: 430
  • Register area: 260 µm²
  • Synthesis-to-layout area growth: 35.0%
  • Logic area: 249 µm²
  • Final Core Density: 0.184
  • Share of cells above drive strength 1: 0.143

Run status
  • Status: completed

Worst hold path
  • Worst Hold Class: input port to asynchronous set/reset pin
-- stage by stage --
step	setup slack (ps)	std cells	total power, µW	area, µm²
after floorplan	228	52	249	541
after global placement	234	110	277	688
after detailed placement	218	110	277	688
after CTS	89.2	113	551	729
after global routing	62.3	113	575	729
final	118	113	540	729
-- layer usage --
layer,vias up,global-route usage
li1,212,-
met1,204,0.0383
met2,11,0.0516
met3,2,0.0197
met4,0,0.00913
met5,-,0
-- cells in the final DEF (no fill, tap or decap), types with 2 or more instances in the layout --
| master | instances |
|---|---|
| dfrtp_1 | 8 |
| clkdlybuf4s50_1 | 9 |
| o21ai_1 | 3 |
| nor2_1 | 3 |
| nor3b_1 | 2 |
| nor2b_1 | 2 |
| nor3_1 | 5 |
| clkbuf_8 | 3 |
| nand2_1 | 2 |
| nand2b_1 | 2 |
| dlxtn_1 | 4 |
| buf_4 | 3 |
| nor4b_1 | 2 |
-- synth_stat cells --
library cell  number
o21ai_0            1
o21ai_1            3
a21oi_1            1
o211ai_1           1
nor3_1             5
xnor2_1            1
o311a_1            1
buf_2              1
nor2_1             3
or4b_1             1
or4b_4             1
o211a_1            1
a211oi_1           1
o31a_1             1
o21a_1             1
nor2b_1            2
nand2_1            2
dlxtn_1            4
nor4b_1            2
nand2b_1           2
xor2_1             1
inv_1              1
buf_6              1
nor4b_2            1
buf_4              1
dfrtp_1            8
nor3b_1            2
clkbuf_1           1
o2bb2ai_2          1
-- final cells by class --
class / instances / area share
Inverter: 1 / 0.00515
Multi-Input combinational cell: 35 / 0.341
Sequential cell: 12 / 0.357
Timing Repair Buffer: 12 / 0.154
Tap cell: 50 / 0.0858
Clock buffer: 3 / 0.0566
-- kinds of logic after synthesis --
kind of cell,count (synthesis),share of synthesized area
AND-OR/OR-AND,12,0.169
XOR/XNOR,2,0.0324
buffers and inverters,5,0.0579
latches,4,0.111
AND/OR/NAND/NOR,21,0.259
flip-flops,8,0.370
-- state kept, by name (all words and copies together), names as in the netlist --
signal         cells
next_state         4
present_state      4
GNT                4
-- power groups by stage --
stage	Sequential (µW)	Clock, µW	Combinational (µW)
6_report	236	266	38.4
5_1_grt	235	297	42.7
4_1_cts	235	276	39.0
-- worst reg2reg max path, delay by kind of cell, from the launching register on --
kind,cells,cell delay [ps]
buf+inv,1,60
flops,1,540
simple gates,1,530
-- path summary, 6_finish.rpt --
check	cells after the start	slack (ps)	end
worst max-delay path	1	120	GNT[1]
worst min-delay path	1	330	GNT[2]
worst max register to register	2	210	GNT[2]
max in group asynchronous	1	810	present_state[2]
min in group clk0	1	500	GNT[3]
worst min register to register	1	500	GNT[3]
Power figures rest on the tool's default switching activity, not on a simulated workload.
